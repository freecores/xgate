File: ./run.sh
#!/bin/bash
# OpenROAD 26Q1-2900-gdf79404cd8, Yosys 0.63+post, stock flow scripts
make -C /OpenROAD-flow-scripts/flow DESIGN_CONFIG=/design/flow/config.mk WORK_HOME=/design/flow/orfs finish
File: ./config.mk
export PLATFORM = sky130hd
export DESIGN_NAME = bc_7
export DESIGN_NICKNAME = bc_7
export VERILOG_FILES = /design/flow/design.v
export SDC_FILE = /design/flow/constraint.sdc
export NUM_CORES = 4
export LEC_CHECK = 1
export CORE_AREA = 10 10 70 70
export DIE_AREA = 0 0 80 80
export SYNTH_HDL_FRONTEND = slang
File: ./constraint.sdc
current_design bc_7

set clk_period 1.0
set clk_io_pct 0.2

create_clock -name clk0 -period $clk_period [get_ports {capture_clk}]
create_clock -name clk1 -period $clk_period [get_ports {update_clk}]

set non_clock_inputs [all_inputs -no_clocks]
set_input_delay [expr $clk_period * $clk_io_pct] -clock clk0 $non_clock_inputs
set_output_delay [expr $clk_period * $clk_io_pct] -clock clk0 [all_outputs]
File: ./design.v
module xgate_jtag #(parameter IR_BITS = 4)     
  (
    output  jtag_tdo,       
    output  jtag_tdo_en,    
    input   jtag_tdi,       
    input   jtag_clk,       
    input   jtag_reset_n,   
    input   jtag_tms,       
    output  extest,         
    output  clamp,          
    output  highz,          
    output  force_pul_lo,   
    output  force_pul_hi,   
    output  sel_bsd,        
    output  sel_udi_1,      
    output  capture_clk,    
    output  update_clk,     
    output  capture_dr,     
    output  update_dr,      
    output  shift_dr,       
    input   bsd_so,         
    input   user1_so        
  );
  wire [3:0] jtag_state;
  wire [3:0] next_jtag_state;
  wire [IR_BITS-1:0] ir_reg;
  assign update_clk  = !jtag_clk;
  assign capture_clk = jtag_clk;
  xgate_jtag_sm
    jtag_sm(
      .jtag_state(jtag_state),
      .next_jtag_state(next_jtag_state),
      .update_ir(update_ir),
      .capture_ir(capture_ir),
      .shift_ir(shift_ir),
      .update_dr(update_dr),
      .capture_dr(capture_dr),
      .shift_dr(shift_dr),
      .capture_clk(capture_clk),
      .jtag_reset_n(jtag_reset_n),
      .jtag_tms(jtag_tms)
    );
  xgate_jtag_ir #(.IR_BITS(IR_BITS))
    jtag_ir(
      .ir_reg(ir_reg),
      .ir_so(ir_so),
      .capture_clk(capture_clk),
      .update_clk(update_clk),
      .update_ir(update_ir),
      .capture_ir(capture_ir),
      .shift_ir(shift_ir),
      .jtag_tdi(jtag_tdi),
      .jtag_reset_n(jtag_reset_n)
    );
  xgate_instr_decode #(.IR_BITS(IR_BITS))
    decoder(
      .bypass(bypass),
      .clamp(clamp),
      .highz(highz),
      .extest(extest),
      .force_pul_lo(force_pul_lo),
      .force_pul_hi(force_pul_hi),
      .sample(sample),
      .idcode(idcode),
      .usercode(usercode),
      .udi_1(udi_1),
      .sel_bypass(sel_bypass),
      .sel_bsd(sel_bsd),
      .sel_id(sel_id),
      .sel_udi_1(sel_udi_1),
      .ir_reg(ir_reg)
    );
  xgate_bypass_reg
    tdi_bypass(
      .bypass_so(bypass_so),
      .jtag_tdi(jtag_tdi),
      .capture_clk(capture_clk),
      .jtag_reset_n(jtag_reset_n)
    );
  xgate_id_reg
    chip_id(
      .id_so(id_so),
      .jtag_tdi(jtag_tdi),
      .capture_clk(capture_clk),
      .capture_dr(capture_dr),
      .shift_dr(shift_dr),
      .idcode(idcode),
      .usercode(usercode),
      .jtag_reset_n(jtag_reset_n)
    );
  xgate_tdo_mux
    tdo_out(
      .sel_bypass(sel_bypass),
      .sel_bsd(sel_bsd),
      .sel_id(sel_id),
      .sel_udi_1(sel_udi_1),
      .bypass_so(bypass_so),
      .bsd_so(bsd_so),
      .user1_so(user1_so),
      .id_so(id_so),
      .ir_so(ir_so),
      .shift_dr(shift_dr),
      .shift_ir(shift_ir),
      .update_clk(update_clk),
      .jtag_reset_n(jtag_reset_n),
      .jtag_tdo(jtag_tdo),
      .jtag_tdo_en(jtag_tdo_en)
    );
endmodule   
module xgate_jtag_sm
  (
    output reg [3:0] jtag_state,         
    output reg [3:0] next_jtag_state,    
    output           update_ir,
    output           capture_ir,
    output           shift_ir,
    output           update_dr,
    output           capture_dr,
    output           shift_dr,
    input            capture_clk,    
    input            jtag_reset_n,   
    input            jtag_tms        
  );
parameter RESET         = 4'hF,
          RUN_TEST_IDLE = 4'hC,
          SEL_DR_SCAN   = 4'h7,
          CAPTURE_DR    = 4'h6,
          SHIFT_DR      = 4'h2,
          EXIT1_DR      = 4'h1,
          PAUSE_DR      = 4'h3,
          EXIT2_DR      = 4'h0,
          UPDATE_DR     = 4'h5,
          SEL_IR_SCAN   = 4'h4,
          CAPTURE_IR    = 4'hE,
          SHIFT_IR      = 4'hA,
          EXIT1_IR      = 4'h9,
          PAUSE_IR      = 4'hB,
          EXIT2_IR      = 4'h8,
          UPDATE_IR     = 4'hD;
  assign update_ir  = jtag_state == UPDATE_IR;
  assign capture_ir = jtag_state == CAPTURE_IR;
  assign shift_ir   = jtag_state == SHIFT_IR;
  assign update_dr  = jtag_state == UPDATE_DR;
  assign capture_dr = jtag_state == CAPTURE_DR;
  assign shift_dr   = jtag_state == SHIFT_DR;
  always @(posedge capture_clk or negedge jtag_reset_n)
    if (!jtag_reset_n)
      jtag_state <= RESET;
    else
      jtag_state <= next_jtag_state;
  always @*
    begin
      case(jtag_state)
        RESET:
          next_jtag_state = jtag_tms ? RESET : RUN_TEST_IDLE;
        RUN_TEST_IDLE:
          next_jtag_state = jtag_tms ? SEL_DR_SCAN : RUN_TEST_IDLE;
        SEL_DR_SCAN:
          next_jtag_state = jtag_tms ? SEL_IR_SCAN : CAPTURE_DR;
        CAPTURE_DR:
          next_jtag_state = jtag_tms ? EXIT1_DR : SHIFT_DR;
        SHIFT_DR:
          next_jtag_state = jtag_tms ? EXIT1_DR : SHIFT_DR;
        EXIT1_DR:
          next_jtag_state = jtag_tms ? UPDATE_DR : PAUSE_DR;
        PAUSE_DR:
          next_jtag_state = jtag_tms ? EXIT2_DR : PAUSE_DR;
        EXIT2_DR:
          next_jtag_state = jtag_tms ? UPDATE_DR : SHIFT_DR;
        UPDATE_DR:
          next_jtag_state = jtag_tms ? SEL_DR_SCAN : RUN_TEST_IDLE;
        SEL_IR_SCAN:
          next_jtag_state = jtag_tms ? RESET : CAPTURE_IR;
        CAPTURE_IR:
          next_jtag_state = jtag_tms ? EXIT1_IR : SHIFT_IR;
        SHIFT_IR:
          next_jtag_state = jtag_tms ? EXIT1_IR : SHIFT_IR;
        EXIT1_IR:
          next_jtag_state = jtag_tms ? UPDATE_IR : PAUSE_IR;
        PAUSE_IR:
          next_jtag_state = jtag_tms ? EXIT2_IR : PAUSE_IR;
        EXIT2_IR:
          next_jtag_state = jtag_tms ? UPDATE_IR : SHIFT_IR;
        UPDATE_IR:
          next_jtag_state = jtag_tms ? SEL_DR_SCAN : RUN_TEST_IDLE;
      endcase
    end
endmodule   
module xgate_jtag_ir #(parameter IR_BITS = 4)     
  (
    output reg [IR_BITS-1:0] ir_reg,
    output                   ir_so,     
    input            update_ir,
    input            capture_ir,
    input            shift_ir,
    input            jtag_tdi,       
    input            capture_clk,    
    input            update_clk,
    input            jtag_reset_n    
  );
  reg [IR_BITS-1:0] ir_shift_reg;
  assign ir_so = ir_shift_reg[0];
  always @(posedge capture_clk or negedge jtag_reset_n)
    if (!jtag_reset_n)
      ir_shift_reg <= 0;
    else if (capture_ir)
      ir_shift_reg <= ir_reg;
    else if (shift_ir)
      ir_shift_reg <= {jtag_tdi, ir_shift_reg[(IR_BITS-1):1]};
  always @(posedge update_clk or negedge jtag_reset_n)
    if (!jtag_reset_n)
      ir_reg <= {IR_BITS{1'b1}};   
    else if (update_ir)
      ir_reg <= ir_shift_reg;
endmodule   
module xgate_bypass_reg
  (
    output reg       bypass_so,
    input            jtag_tdi,       
    input            capture_clk,    
    input            jtag_reset_n    
  );
  always @(posedge capture_clk or negedge jtag_reset_n)
    if (!jtag_reset_n)
      bypass_so <= 0;
    else
      bypass_so <= jtag_tdi;
endmodule   
module xgate_id_reg #(parameter NUM_BITS = 32)
  (
    output id_so,
    input  jtag_tdi,       
    input  capture_clk,
    input  capture_dr,
    input  shift_dr,
    input  idcode,
    input  usercode,
    input  jtag_reset_n    
  );
  parameter user_code_val  = 32'ha596_c3f0;
  parameter version        = 4'h1;
  parameter part_num       = 16'h1105;
  parameter manufacture_id = 11'h00f;
  reg  [NUM_BITS-1:0] id_shifter;
  wire [NUM_BITS-1:0] jtag_id = {version, part_num, manufacture_id, 1'b1};
  wire [NUM_BITS-1:0] sel_mux = ({NUM_BITS{idcode}} & jtag_id) | ({NUM_BITS{usercode}} & user_code_val);
  wire [NUM_BITS-1:0] din_mux = shift_dr ? {jtag_tdi, id_shifter[(NUM_BITS-1):1]} : jtag_id;
  wire capture_en = (idcode || usercode) && (capture_dr || shift_dr);
  always @(posedge capture_clk or negedge jtag_reset_n)
    if (!jtag_reset_n)
      id_shifter <= 0;
    else if (capture_en)
      id_shifter <= din_mux;
  assign id_so = id_shifter[0];
endmodule   
module xgate_instr_decode #(parameter IR_BITS = 4)     
  (
    output reg bypass,
    output reg clamp,
    output reg highz,
    output reg extest,
    output reg force_pul_lo,
    output reg force_pul_hi,
    output reg sample,
    output reg idcode,
    output reg usercode,
    output reg udi_1,
    output     sel_bypass,
    output     sel_bsd,
    output     sel_id,
    output     sel_udi_1,
    input  [IR_BITS-1:0] ir_reg
  );
  assign sel_bypass = bypass || clamp || highz || force_pul_lo || force_pul_hi;
  assign sel_bsd = extest || sample;
  assign sel_id = idcode || usercode;
  assign sel_udi_1 = udi_1;
  always @*
    begin
      bypass     = 0;
      clamp      = 0;
      highz      = 0;
      extest     = 0;
      force_pul_lo = 0;
      force_pul_hi = 0;
      sample     = 0;
      idcode     = 0;
      usercode   = 0;
      udi_1      = 0;
      casez (ir_reg)
        4'b0110: clamp = 1;
        4'b0101: highz = 1;
        4'b0000: extest = 1;
        4'b1001: force_pul_lo = 1;
        4'b1010: force_pul_hi = 1;
        4'b0111: sample = 1;
        4'b0001: idcode = 1;
        4'b0011: usercode = 1;
        4'b1100: udi_1 = 1;
        default: bypass = 1;
      endcase
    end
endmodule   
module xgate_tdo_mux
  (
    input  sel_bypass,
    input  sel_bsd,
    input  sel_id,
    input  sel_udi_1,
    input  bypass_so,
    input  bsd_so,
    input  id_so,
    input  user1_so,
    input  ir_so,
    input  shift_dr,
    input  shift_ir,
    input  update_clk,
    input  jtag_reset_n,
    output reg jtag_tdo,
    output reg jtag_tdo_en
  );
  wire bypass_gate = shift_dr && sel_bypass && bypass_so;
  wire bsd_gate    = shift_dr && sel_bsd    && bsd_so;
  wire id_gate     = shift_dr && sel_id     && id_so;
  wire udi_1_gate  = shift_dr && sel_udi_1  && user1_so;
  wire ir_gate     = shift_ir && ir_so;
  wire jtag_tdo_mux = bypass_gate || bsd_gate || id_gate || udi_1_gate || ir_gate;
  always @(posedge update_clk or negedge jtag_reset_n)
    if (!jtag_reset_n)
      jtag_tdo <= 0;
    else
      jtag_tdo <= jtag_tdo_mux;
  always @(posedge update_clk or negedge jtag_reset_n)
    if (!jtag_reset_n)
      jtag_tdo_en <= 0;
    else
      jtag_tdo_en <= shift_dr || shift_ir;
endmodule   
module bc_7
  (
    input      capture_clk,   
    input      update_clk,    
    input      capture_en,    
    input      update_en,     
    input      shift_dr,      
    input      mode,          
    input      si,            
    input      pin_input,     
    input      control_out,   
    input      output_data,   
    input      reset_n,       
    output     data_out,      
    output reg so             
  );
  reg data_reg;
  always @(posedge capture_clk or negedge reset_n)
    if (!reset_n)
      so <= 0;
    else if (capture_en)
      so <= shift_dr ? si : ((!control_out || mode) ? pin_input : output_data);
  always @(posedge update_clk or negedge reset_n)
    if (!reset_n)
      data_reg <= 0;
    else if (update_en)
      data_reg <= so;
  assign data_out = mode ? data_reg : output_data;
endmodule   
module bc_2
  (
    input      capture_clk,   
    input      update_clk,    
    input      capture_en,    
    input      update_en,     
    input      shift_dr,      
    input      mode,          
    input      si,            
    input      data_in,       
    input      reset_n,       
    output     data_out,      
    output reg so             
  );
  reg data_reg;
  always @(posedge capture_clk or negedge reset_n)
    if (!reset_n)
      so <= 0;
    else if (capture_en)
      so <= shift_dr ? si : data_out;
  always @(posedge update_clk or negedge reset_n)
    if (!reset_n)
      data_reg <= 0;
    else if (update_en)
      data_reg <= so;
  assign data_out = mode ? data_reg : data_in;
endmodule   
==> run notes <==
The run finished with clean final reports. The count of pins over their slew limit was 0. The number of buffers inserted to repair setup after CTS was 0. The die extent in x is 80 um, and the number of optimization iterations in the first detailed-route pass is 2.

Total power for the finished layout comes to 177.4 uW. In the global route stage, overall resource usage came out at 1.620%. Entering global routing, the biggest net connects 4 pins. The critical path in this run is classified as in2reg.

Looking at the power breakdown, sequential logic takes 56.0% of the total. The worst hold-check path type was in2async. The tools report the element type at the critical path end as a flip-flop.

Summed over all instances, the cell type with the most area after synthesis is dfrtp_1. Setup repair after global routing left no endpoint under its margin. The final report gives the core utilization as 7.985%. The run gives 1 for the detailed router's first-iteration violation count. The worst setup path is launched from an input pin.

The run gives 0 for the number of hold buffers added after CTS. The final estimated routing congestion in global placement was 0.6910; the global-route wire length before repair was 752 um. The peak supply drop is 0.09711 mV, and the delay of the slowest critical-path stage is 410 ps. With the number of cells in the design after placement at 67, the boundary pin count is 13.

The flop and latch count out of synthesis came out at 2. Excluding fillers, the count of instances in the completed layout stands at 68. The critical path goes through clkdlybuf4s50_1 -> a31oi_1 -> o21ai_1.

The synthesized netlist contains 8 unique library cells. The OpenROAD report gives the critical path a data arrival time of 810 ps. Largest driver fanout on the critical path: 1. The final timing report gives a worst setup slack of 61.20 ps.

For this sky-water flow run, the detailed-routed wirelength per cell is reported as 8.294 um. The tool warning count was 30. The synthesis area per yosys is 113.9 um2, and the area growth from synthesis to layout is 139.6%.

The relative slew slack is 91.82%, and the clock-pin slew on the worst setup and hold paths is 0 ps. The reported net switching power came out at 27.25 uW. The switching portion of total power comes to 15.36%. The initial antenna violation count is 2, and the area share of the leading cell type in the synthesized netlist is 43.96%. The die covers 6400 um2.

The core region is 3416 um2. The total of warnings raised by yosys was 0; the total routed wirelength was 564 um. The row count was 21; the number of vias per cell was 1.691.

The number of input and output port buffers inserted is 11. Per report_power, the combinational group accounts for 44.0% of the total. From bottom edge to top edge, the die measures 80 um.

The actual slew at the worst max-slew pin was 119.3 ps. The floorplan step records an initial core utilization of 3.333%. The logs give 870 ps for the required time reported for the critical path endpoint and 0 for the number of setup violations in the final report. The number of cells reported by Yosys stat comes to 10.

With the worst setup slack before clock tree synthesis at -654.9 ps, the design internal power is 150.2 uW. Sorting the synthesized cells by area gives the leading types as dfrtp_1 (44%), mux2_2 (20%), mux2i_1 (8.8%). The number of maximum-capacitance violations recorded for the run is 0.

The share of the Yosys chip area taken by registers is 43.96%. After global routing the overflow that remains totals 0. The slowest stage of the critical path is the clkdlybuf4s50_1 cell.

The count of nets left with antenna violations once routing finished came out at 0. After synthesis, the mean cell area works out to 11.39 um2. The number of inserted filler cells in the final layout was 405. Per the detail_route report, the via count comes to 115. The mapped netlist covers 113.9 um2. The portion of total power attributed to the clock network was 0%; the residual DRC count was 0. The flow reported a cell area power density of 650.5 nW/um2. For the synthesized instance count, the log shows 10. Hold-check failures listed in the final report amount to 0. The tools report the number of global-route vias before repair as 124.

After layout, the setup clock skew is reported as 0 ps. The leakage dissipation is 0.1087 nW, and the fraction of layout cells with a size suffix above 1 is 23.81%.
synth_stat cells:
library cell	n
dfrtp_1	2
mux2_2	2
a31oi_1	1
mux2i_1	1
nand2b_1	1
nor2b_1	1
o21ai_1	1
or2b_1	1
critical path, delay by kind of cell:
kind / cells / cell delay, ps
buffers and inverters: 1 / 410
AOI/OAI and AO/OA: 2 / 200
placed cells by master, fill, tap and decap left out:
cell	n
dlygate4sd2_1	5
clkdlybuf4s50_1	3
dfrtp_1	2
diode_2	1
mux2_4	1
nand2b_1	1
mux2i_1	1
or2b_1	1
nor2b_1	1
a31oi_1	1
o21ai_1	1
mux2_2	1
buf_2	1
clkbuf_2	1
buf_6	1
power groups by stage:
stage	sequential, mW	clock [mW]	combinational, mW
6_report	0.0994	0.00000267	0.0780
5_1_grt	0.101	0.00000000000327	0.0867
4_1_cts	0.0997	0	0.0813
worst paths after layout:
check	start	cells past startpoint	to	slack, ps
worst min register to register	data_reg	1	data_reg	500
worst min-delay path	reset_n	1	data_reg	370
max in group asynchronous	reset_n	1	so	510
worst max register to register	so	3	so	180
worst max-delay path	si	3	so	60
min in group clk1	data_reg	1	data_reg	500
min in group clk0	output_data	3	so	520
max in group clk1	update_en	2	data_reg	140
logic make-up after synthesis:
kind of cell       after synthesis  share of synthesized area (%)
AOI/OAI and AO/OA                2                          9.889
muxes                            3                          28.57
and+or+nand+nor                  3                          17.59
DFF                              2                          43.96
layer usage:
metal / share of wire [%] / GRT usage (%)
met2: 36 / 2.167
met1: 38 / 1.594
met3: 26 / 2.159
met4: 0 / 0
met5: 0 / 0
layout make-up:
cell class	instances	area, um2	area share (%)
flip-flops and latches	2	50.05	18.35
multi-input cells	8	67.56	24.77
repair buffers	11	95.09	34.86
diodes	1	2.502	0.9174
well taps	46	57.56	21.10
what timing repair did:
item / CTS / global route
gates resized: 17 / 1
pin swaps: 1 / 0
endpoints found under the setup margin: 4 / 1
endpoints found under the hold margin: 0 / 0
metrics by stage:
| stage | setup TNS (ps) | hold slack, ps | instance area, um2 |
|---|---|---|---|
| 5_1_grt | 0 | 382.6 | 272.8 |
| 6_report | 0 | 373.7 | 272.8 |
| 2_1_floorplan | 0 | -95.59 | 113.9 |
| 4_1_cts | 0 | 376.4 | 275.3 |
| 3_5_place_dp | -1021 | 374.0 | 281.5 |
| 3_3_place_gp | -1025 | 371.1 | 281.5 |
Power is estimated from default activity; no workload was simulated.
